==> design.v <==
module ALU(ALUOp, opA, opB, clk, result);
input [3:0] ALUOp;
input clk;
input [31:0] opA, opB;
output reg [31:0] result;
always@(posedge clk)
begin
        case(ALUOp)
        4'b0000 : result <= opA +  opB;
        4'b0001 : result <= opA -  opB;
        4'b0010 : result <= opA &  opB;
        4'b0011 : result <= opA |  opB;
        4'b0100 : result <= opA ^  opB;
        4'b0101 : result <= opA << opB;
        4'b0110 : result <= opA >> opB;
        endcase
end
endmodule
module BranchComparator(reg1, reg2, BrUn, clk, BrLT, BrEq);
input [31:0] reg1, reg2;
input BrUn, clk;
output reg BrLT, BrEq;
always @ (posedge clk) begin
    if (reg1 < reg2) begin
        BrLT <= 1;
        BrEq <= 0;
    end
    else if (reg1 == reg2) begin
        BrLT <= 0;
        BrEq <= 1;
    end
    else begin
        BrLT <= 0;
        BrEq <= 0;
    end
end
endmodule
module ControlUnit(instr, clk, wEn, ALUOp, ImmSel, BSel,
MemRW, WBSel, ASel, PCSel, BrUn, BrEq, BrLT);
input [31:0] instr;
input clk;
input BrEq, BrLT;
output reg MemRW, wEn, WBSel, PCSel, ImmSel, ASel, BSel, BrUn;
output reg [3:0] ALUOp;
reg [2:0] funct3;
reg [6:0] funct7, opcode;
always @ (posedge clk) begin
	opcode <= instr[6:0];
	funct3 <= instr[14:12];
	funct7 <= instr[31:25];
	BrUn	 <= 0;
			case (opcode)
            7'b0110011: begin 
                ImmSel <= 0;  
					 wEn    <= 0;  
					 ASel	  <= 0;
					 BSel	  <= 0;
					 WBSel  <= 1;
					 PCSel  <= 0;
						case (funct3)
							3'b000: ALUOp <= 4'b0000;  
                     3'b001: ALUOp <= 4'b0001;  
							3'b010: ALUOp <= 4'b0010;  
							3'b011: ALUOp <= 4'b0011;  
							3'b100: ALUOp <= 4'b0100;  
							3'b101: ALUOp <= 4'b0101;  
							3'b110: ALUOp <= 4'b0110;  
						endcase
					end
            7'b0010011: begin 
					ImmSel <= 1;  
					wEn    <= 0;  
					ASel	 <= 0;
					BSel	 <= 1;
					WBSel  <= 1;
					PCSel  <= 0;
						case (funct3)
							3'b000: ALUOp <= 4'b0000;  
							3'b001: ALUOp <= 4'b0001;  
							3'b010: ALUOp <= 4'b0010;  
							3'b011: ALUOp <= 4'b0011;  
							3'b100: ALUOp <= 4'b0100;  
							3'b101: ALUOp <= 4'b0101;  
							3'b110: ALUOp <= 4'b0110;  
						endcase
					end
            7'b1100011: begin  
					ALUOp	 <= 4'b0000;  
					ImmSel <= 1;  
					wEn    <= 0;  
					ASel	 <= 1;
					BSel	 <= 1;
						case(funct3)
						  3'b000:
								if (BrEq == 1)
									 PCSel = 1;
								else
									 PCSel = 0;
						  3'b001:
								if (BrEq == 0)
									 PCSel = 1;
								else
									 PCSel = 0;
						  3'b100:
								if (BrLT == 1)
									 PCSel = 1;
								else
									 PCSel = 0;
						  3'b101:
								if (BrLT == 0 && BrEq ==0)
									 PCSel = 1;
						  else
									 PCSel = 0;
						  default:
								PCSel = 0;
					 endcase
						end
        endcase
end
endmodule 
module DMEM(        
	 input [12:0] memaddr, 
	 input clk,
	 input rw,
	 input reset,
	 input [31:0] datain, 
	 output reg [31:0]dmem             
);
reg [7:0] enable;
wire [31:0] out0;
wire [31:0] out1;
wire [31:0] out2;
wire [31:0] out3;
wire [31:0] out4;
wire [31:0] out5;
wire [31:0] out6;
wire [31:0] out7;
always @(posedge clk)
begin
    case(memaddr[12:10])
        0: begin
		  enable[0] = 1;
		  enable[7:1] = 0;
		  end
        1: begin
		  enable[1] = 1;
		  enable[0] = 0;
		  enable[7:2] = 0;
		  end
        2: begin
		  enable[1:0] = 0;
		  enable[2] = 1;
		  enable[7:3] = 0;
		  end
        3: begin
		  enable[2:0] = 0;
		  enable[3] = 1;
		  enable[7:4] = 0;
		  end 
        4: begin
		  enable[3:0] = 0;
		  enable[4] = 1;
		  enable[7:5] = 0;
		  end
		  5: begin
		  enable[4:0] = 0;
		  enable[5] = 1;
		  enable[7:6] = 0;
		  end
		  6: begin
		  enable[5:0] = 0; 
		  enable[6] = 1;
		  enable[7] = 0;
		  end
		  7: begin
		  enable[6:0] = 0; 
		  enable[7] = 1;
		  end
        default: enable[7:0] = 0;      
    endcase
end
always @(posedge clk)
begin
    case(memaddr[12:10])
        0:dmem <= out0[31:0];
        1:dmem <= out1[31:0];
        2:dmem <= out2[31:0];
        3:dmem <= out3[31:0];
        4:dmem <= out4[31:0];
		  5:dmem <= out5[31:0];
		  6:dmem <= out6[31:0];
		  7:dmem <= out7[31:0];
        default: dmem <= 0;     
    endcase
end
RAM M0(clk,memaddr[9:0], enable[0], out0, reset, rw, datain[31:0]);
RAM M1(clk,memaddr[9:0], enable[1], out1, reset, rw, datain[31:0]);
RAM M2(clk,memaddr[9:0], enable[2], out2, reset, rw, datain[31:0]);
RAM M3(clk,memaddr[9:0], enable[3], out3, reset, rw, datain[31:0]);
RAM M4(clk,memaddr[9:0], enable[4], out4, reset, rw, datain[31:0]);
RAM M5(clk,memaddr[9:0], enable[5], out5, reset, rw, datain[31:0]);
RAM M6(clk,memaddr[9:0], enable[6], out6, reset, rw, datain[31:0]);
RAM M7(clk,memaddr[9:0], enable[7], out7, reset, rw, datain[31:0]);
endmodule
module ImmSignExtender(enable, imm, signextimm, clk);
input enable;
input [11:0] imm;
output wire [31:0] signextimm;
input clk;
reg [19:0] setsign;
always @(posedge clk) begin 
if(enable) begin
setsign = {{20{imm[11]}}, imm};
end
end
assign signextimm = {setsign[19:0], imm[11:0]};
endmodule
module PROCESSOR(
input clk, 
input toggle, 
input [31:0] Instr, 
output [4:0] pcrs1, pcrs2, pcrd, 
output [3:0] pcALUop, 
output [6:0] pcOPcode, 
output [31:0] pcImm_OUT, 
output [31:0] P_out,
output BrEQ, BrLt, preg_write, pImmSel, BSeL, BrUN, ASeL, MemRw, WBSeL
); 
	 reg [31:0] opA, opB, datain_reg, datain_dmem;
    wire reset, reg_write;
    wire [3:0] ALUOp;
    wire [4:0] rd, rs1, rs2;
	 wire BSel, ASel, ImmSel, BrUn, memrw, wEn, PCSel, WBSel;
	 wire [31:0] signextimm;
	 wire [11:0] imm;
	 wire BrEq, BrLT;
	 wire [12:0] mem_addr;
	 wire [31:0] reg1, reg2;
	 wire [31:0] dmem, result, memout;
    always @(posedge clk) begin
        if (toggle) begin
           opA = BSel?signextimm:reg1;       
			     datain_reg = WBSel?result:dmem;   
			     opB = ASel?Instr:reg2;            
        end
    end 
ROMEM            M0(clk, Instr, toggle, rd, rs1, rs2, memout); 
regFile 			   M1(rs2[4:0], rs1[4:0], rd[4:0], datain_reg, clk, reset, toggle, reg_write, reg1[31:0], reg2[31:0]);
ImmSignExtender  M2(ImmSel, memout[31:20], signextimm, clk);
BranchComparator M3(reg1, reg2, BrUn, clk, BrLT, BrEq);
ControlUnit      M4(memout, clk, wEn, ALUOp[3:0], ImmSel, BSel, memrw, WBSel, ASel, PCSel, BrUn, BrEq, BrLT);
ALU 				     M5(ALUOp[3:0], opA[31:0], opB[31:0], clk, result);
DMEM 				     M6(memaddr, clk, memrw, reset, result, dmem);
assign P_out = datain_reg;
assign pcrs1 = rs1;
assign pcrs2 = rs2;
assign pcrd = rd;
assign pcOPcode = memout[6:0];
assign pcALUop = ALUOp;
assign pcImm_OUT = signextimm;
assign BrEQ = BrEq;
assign BrLt = BrLT;
assign pImmSel = ImmSel;
assign BSeL = BSel;
assign BrUN = BrUn;
assign ASeL = ASel;
assign MemRw = memrw;
assign WBSeL = WBSel;
endmodule
module RAM(clk, memaddr, enable, memout, rst, RW, datain);  
input clk; input enable; input rst; input RW; input [9:0]memaddr; input [31:0] datain;
output reg [31:0]memout; 
reg [7:0] imem[1023:0];  
integer i;
always @(posedge clk) begin
    if (rst) begin
            for(i=0; i<1024; i=i+1) begin
                imem[i] = 0;                   
            end
				end
        else if(RW==0 && enable && rst==0) begin
                memout = {imem[memaddr+3], imem[memaddr+2], imem[memaddr+1], imem[memaddr]};
                end
        else if(RW==1 && enable && rst==0) begin
                    imem[memaddr]       <= datain[7:0];
                    imem[memaddr+1]     <= datain[15:8];
                    imem[memaddr+2]     <= datain[23:16];
                    imem[memaddr+3]     <= datain[31:24];
                end
end
endmodule
module ROMEM(clk, memaddr, enable, rd, rs1, rs2, memout);  
input clk; input enable; input [31:0]memaddr;
output reg [4:0] rd, rs1, rs2;
output reg [31:0]memout; 
reg [31:0]temp;
reg [7:0]imem[1023:0];  
initial begin
	 imem[0] =  8'b00110011;  
	 imem[1] =  8'b10000000;  
	 imem[2] =  8'b00010000;  
	 imem[3] =  8'b00000000;  
	 imem[4] =  8'b10110011; 
	 imem[5] =  8'b00010000;
	 imem[6] =  8'b00100001; 
	 imem[7] =  8'b01000000; 
	 imem[8] =  8'b00110011; 
	 imem[9] =  8'b10100001; 
	 imem[10] = 8'b11111111; 
	 imem[11] = 8'b00000001; 
	 imem[12] = 8'b10110011; 
	 imem[13] = 8'b00110001; 
	 imem[14] = 8'b00010001; 
	 imem[15] = 8'b00000000; 
	 imem[16] = 8'b00010011; 
	 imem[17] = 8'b10000010; 
	 imem[18] = 8'b00010000; 
	 imem[19] = 8'b00000000; 
	 imem[20] = 8'b10010011; 
	 imem[21] = 8'b10100010; 
	 imem[22] = 8'b00001111; 
	 imem[23] = 8'b00000000; 
	 imem[24] = 8'b00010011; 
	 imem[25] = 8'b11001011; 
	 imem[26] = 8'b00001111; 
	 imem[27] = 8'b00000000; 
	 imem[28] = 8'b10010011; 
	 imem[29] = 8'b01010011; 
	 imem[30] = 8'b00010011; 
	 imem[31] = 8'b00000000; 
	 imem[32] = 8'b00010011; 
	 imem[33] = 8'b01100100; 
	 imem[34] = 8'b00010011; 
	 imem[35] = 8'b00000000; 
	 imem[36] = 8'b10010011; 
	 imem[37] = 8'b00110100; 
	 imem[38] = 8'b00110001; 
	 imem[39] = 8'b00000000; 
	 imem[40] =  8'b00110011;  
	 imem[41] =  8'b10000000;  
	 imem[42] =  8'b10010000;  
	 imem[43] =  8'b00000000;  
	 imem[44] =  8'b10110011; 
	 imem[45] =  8'b10010000;
	 imem[46] =  8'b10000100; 
	 imem[47] =  8'b01000000; 
	 imem[48] = 8'b00110011; 
	 imem[49] = 8'b00100001; 
	 imem[50] = 8'b10001000; 
	 imem[51] = 8'b00000001; 
	 imem[52] = 8'b10110011; 
	 imem[53] = 8'b00110001; 
	 imem[54] = 8'b01000001; 
	 imem[55] = 8'b00000000; 
	 imem[56] = 8'b00010011; 
	 imem[57] = 8'b10000010; 
	 imem[58] = 8'b10000000; 
	 imem[59] = 8'b00000000; 
	 imem[60] = 8'b10010011; 
	 imem[61] = 8'b10100010; 
	 imem[62] = 8'b01001111; 
	 imem[63] = 8'b00000000; 
	 imem[64] = 8'b00010011; 
	 imem[65] = 8'b11001011; 
	 imem[66] = 8'b00011111; 
	 imem[67] = 8'b00000000; 
	 imem[68] = 8'b10010011; 
	 imem[69] = 8'b11010011; 
	 imem[70] = 8'b00100000; 
	 imem[71] = 8'b00000000; 
	 imem[72] = 8'b00010011; 
	 imem[73] = 8'b11100100; 
	 imem[74] = 8'b10000000; 
	 imem[75] = 8'b00000000; 
	 imem[76] = 8'b10010011; 
	 imem[77] = 8'b00110100; 
	 imem[78] = 8'b01000011; 
	 imem[79] = 8'b00000000; 
	 end
always @(posedge clk) begin
if (enable == 1) begin
			temp = {imem[memaddr+3], imem[memaddr+2], imem[memaddr+1], imem[memaddr]};
			rd = temp[11:7]; rs1 = temp[19:15]; rs2 = temp[24:20];
			memout = temp[31:0];
end
end
endmodule
module regFile(rs2, rs1, rd, datain, clk, reset, enable, reg_write, reg1, reg2);
		input [4:0] rs1, rs2, rd; 
		input [31:0] datain; 
		input clk, reset, reg_write, enable; 
		output reg [31:0] reg1, reg2;
		reg [31:0] regFile_contents[31:0]; reg[31:0] one, two;
		integer k;
		always @(posedge clk)
		begin
		if (reset==1'b1)
		begin
			for (k=0; k<31; k=k+1) 
			begin
				regFile_contents[k] = 31'b0;
			end
		end 
		else if (reg_write == 1'b1) begin 
			regFile_contents[rd] <= datain; 
		end
		else begin 
		 one = regFile_contents[rs1];
		 two = regFile_contents[rs2];
		 reg1 = rs1;
		 reg2 = rs2;
		end
end
endmodule
==> run.sh <==
#!/bin/bash
# OpenROAD 26Q1-2900-gdf79404cd8, Yosys 0.63+post, stock flow scripts
make -C /OpenROAD-flow-scripts/flow DESIGN_CONFIG=/design/flow/config.mk WORK_HOME=/design/flow/orfs finish
==> config.mk <==
export PLATFORM = sky130hd
export DESIGN_NAME = PROCESSOR
export DESIGN_NICKNAME = PROCESSOR
export VERILOG_FILES = /design/flow/design.v
export SDC_FILE = /design/flow/constraint.sdc
export NUM_CORES = 4
export LEC_CHECK = 1
export CORE_UTILIZATION = 40
export SYNTH_MEMORY_MAX_BITS = 65536
==> constraint.sdc <==
current_design PROCESSOR

set clk_period 17.9
set clk_io_pct 0.2

create_clock -name clk0 -period $clk_period [get_ports {clk}]

set non_clock_inputs [all_inputs -no_clocks]
set_input_delay [expr $clk_period * $clk_io_pct] -clock clk0 $non_clock_inputs
set_output_delay [expr $clk_period * $clk_io_pct] -clock clk0 [all_outputs]
==> deck_impl_summary.md <==
Run Summary

Min path
  – Worst Hold Endpoint: M4.funct3[1]
  – Worst Hold Depth: 0
  – Min-Delay Startpoint: M0.memout[13]
  – Hold/Removal Path Class: reg -> reg

Worst setup path
  – Crit path DRT: 18.08 ns
  – CP bufs+invs: 5
  – Worst Path Arrival: 6.93 ns
  – Slowest stage cell, crit path: nor2_1
  – R2r setup slk: about 12 ns
  – CP Launch Type: input pin
  – Crit. End Element: flop
  – Reg2Reg Depth: 19
  – Crit-path most repeated cell: nor2_1
  – CP delay by family, top: buffers and inverters
  – Reg-to-Reg End: M5.result[29]
  – Slowest cell delay on critical path: about 0.50 ns
  – Critical path class: in -> reg
  – Critical Path Fanout Max: 28
  – Critical-path cell list: clkdlybuf4s50_1 > buf_4 > clkinv_1 > ha_1 > ha_1 > buf_4 > inv_1 > nor2_1 > mux2i_1 > nor2_1 > a21oi_1 > nor2_1 > a31oi_1 > o21ai_0
  – R2R Path Start: opB[0]

Synthesis
  – Ys async rst share: 0%
  – Cell count in the Yosys report: 1,936
  – Yosys synthesis warning count: 18
  – XORs/XNORs by Area: 3.95%
  – Top comb family, area: AND-OR/OR-AND gates
  – Adder Share, Synth: ~8.5%
  – Ys flop type: edfxtp_1
  – Mapped Avg Cell Area: between 8 and 9 sq um
  – YS chip area: 16,400 sq um
  – Mux share: 6.04%
  – Syn Std Cell Area: 16,400 sq um
  – Cell Type Count: 75
  – Post-Synth AOI/OAI Area: 26.0%
  – Number of synthesized flops with an enable pin: between 150 and 200
  – Yosys simple share: between 10% and 20%
  – Post-synth seq share: 32.1%
  – Syn Inst Count: 1,936
  – Synthesized flop and latch total: 179

Power and ir drop
  – Sequential share of power: around two fifths
  – Clk pwr share: 25.8%
  – Logic pwr share: 35.0%
  – IR drop worst, VDD: 67.2 uV
  – Lkg Pwr: roughly 7 nW
  – Sw Pwr: 0.509 mW
  – Pint: 0.919 mW
  – Power Density: ~77 nW/um^2
  – Switching share of power: 35.7%

Timing
  – Minimum clock period: approximately 6.7 ns
  – Final setup viols: 0
  – Worst hold slack: 0.343 ns
  – RSZ-0062 raised after global routing: false
  – TNS Setup: 0 ns
  – Worst-margin pin slew: 0.980 ns
  – Period utilisation layout: 37.7%
  – Clock Skew: between 0.008 and 0.009 ns
  – Pins Over Slew Limit: 0
  – Fin. Hold Viols: 0
  – F_max: 148 MHz
  – Slew margin rel.: 34.2%

Routing
  – DR pass1 iterations: 6
  – Antenna-violating nets left: 0
  – Post-Route WL: slightly below 60 mm
  – Via count: 15,200
  – Via/cell ratio: around 6.1
  – Drt wl/cell: between 20 and 25 um
  – Number of DRC markers in iteration 0: 1,576
  – Antenna cells: 0
  – Remaining DRCs: 0

Die
  – Core footprint: 40,100 sq um
  – Io pins: 133
  – FP Rows: around 73
  – Die area: around 42,000 sq um
  – FP Core Util: 40.9%
  – Die H: a little over 200 um
  – Chip width: 205 um

Layout
  – Most common logic cells in the final layout: nor2_1 (171), edfxtp_1 (169), nand2_1 (169), a21oi_1 (159), o21ai_0 (155)
  – Commonest non-fill, non-tap cell in the layout: nor2_1
  – Layout cells sized above 1: 7.06%
  – Area grow syn2layout: 12.6%

Clock network
  – CTS Hold Bufs: 0
  – Post CTS Setup Buffer Count: 0
  – H-tree depth: 4
  – Post-cts resize count: 0
  – CTS tree: done
  – Worst skew pair latency: 0.47 ns
  – CTS clk-pin slew, worst paths: 0.07 ns
  – Clock sink count: between 150 and 200
  – Longest Clk Path Bufs: 2
  – CTS buffer count: 17
  – Root buffer cell: clkbuf_16

Global routing
  – Initial antenna violation count: 2
  – First-pass GRT wire length: 89.1 mm
  – Largest net degree at the start of global routing: 62
  – GRT Total Usage: between 20% and 30%
  – Vias in the first global route: 14,000
  – Grt ovf: 0

Placed design
  – Final HPWL DP: roughly 44 mm
  – PortBufs: about 130
  – Gpl congestion: ~1.0

Run status
  – Outcome: completed

Flow run
  – OpenROAD warnings: 68
  – Max cap viols: 0
power by group through the flow:
| stage | registers, mW | logic (mW) | clock network (mW) |
|---|---|---|---|
| CTS | 0.560 | 0.493 | 0.380 |
| global route | 0.565 | 0.547 | 0.393 |
| finish | 0.560 | 0.499 | 0.369 |
stage by stage:
stage / total power, mW / utilization [%] / setup WS (ns) / cells / area [sq um]
global route: 1.50 / 46.1 / 10.92 / 2493 / 18500
detailed placement: 1.06 / 44.7 / 10.78 / 2461 / 17900
global placement: 1.06 / 44.7 / 10.73 / 2461 / 17900
floorplan: 0.878 / - / 11.62 / 1941 / 16400
CTS: 1.43 / 46.1 / 11.21 / 2493 / 18500
finish: 1.43 / 46.1 / 11.16 / 2493 / 18500
worst register-to-register path: cells and delay by family (launching register included):
kind	cells	cell delay, ns
AND-OR/OR-AND	7	1.72
XOR/XNOR	1	0.29
adder cells (fa/ha/maj)	2	0.76
buffers and inverters	3	0.84
flip-flops	1	0.36
AND/OR/NAND/NOR	6	1.60
per-layer routing:
metal,track usage [%],vias to the layer above,wire (um)
met5,0,-,9
met2,46.2,651,27400
met3,5.80,112,4680
met4,8.13,2,2170
met1,43.0,7253,25200
li1,-,7197,-
cell families after synthesis:
family,after synthesis
other cells,2
mux,83
fa+ha+maj,111
simple gates,556
xor+xnor,74
buf+inv,274
compound gates,657
flops,179
layout make-up:
type | count | area [sq um]
clock inverter | 14 | 146
inverter | 77 | 289
timing repair buffer | 192 | 1750
multi-input combinational | 1488 | 9940
tap | 525 | 657
clock buffer | 18 | 429
sequential | 179 | 5280
fill | 3845 | 21600
how the worst max path moves through the flow:
stage / startpoint / endpoint / slack (ns) / depth (start not counted)
global route: Instr[0] / M0.memout[25] / 10.92 / 14
CTS: Instr[0] / M0.memout[25] / 11.21 / 14
finish: Instr[0] / M0.memout[25] / 11.16 / 14
synth_stat cells, drive strengths merged, types with 7 or more instances:
library cell,count,area [sq um]
a22oi,43,323
nand4,10,77.6
o211ai,48,365
clkbuf,116,435
inv,70,263
o22ai,20,125
mux4,12,270
edfxtp,169,5070
nor3,27,135
a211oi,37,278
a21oi,159,796
buf,81,504
xnor2,57,499
o221ai,15,131
a21o,19,143
o21a,9,67.6
a2111oi,9,78.8
clkinv,7,26.3
ha,110,1380
nand2,169,634
nor2,172,646
and2,53,332
dfxtp,10,200
a311oi,11,96.3
mux2,9,101
a21boi,9,67.6
nor2b,17,106
o21ai,155,776
nor4,10,77.6
o41ai,9,86.3
a31oi,30,188
and3,14,87.6
nand3,42,210
xor2,17,149
a221oi,13,114
nand2b,20,125
o31ai,12,90.1
mux2i,62,621
Power and IR drop assume default switching activity.
